[flow/run.sh]
#!/bin/bash
# OpenROAD 26Q1-2900-gdf79404cd8, Yosys 0.63+post, stock flow scripts
make -C /OpenROAD-flow-scripts/flow DESIGN_CONFIG=/design/flow/config.mk WORK_HOME=/design/flow/orfs finish
[flow/config.mk]
export PLATFORM = sky130hd
export DESIGN_NAME = top
export DESIGN_NICKNAME = top
export VERILOG_FILES = /design/flow/design.v
export SDC_FILE = /design/flow/constraint.sdc
export NUM_CORES = 4
export LEC_CHECK = 1
export CORE_AREA = 10 10 83 83
export DIE_AREA = 0 0 93 93
[flow/constraint.sdc]
current_design top

set clk_period 5.7
set clk_io_pct 0.2

create_clock -name clk0 -period $clk_period [get_ports {clk}]

set non_clock_inputs [all_inputs -no_clocks]
set_input_delay [expr $clk_period * $clk_io_pct] -clock clk0 $non_clock_inputs
set_output_delay [expr $clk_period * $clk_io_pct] -clock clk0 [all_outputs]
[flow/design.v]
`timescale 1 ns / 1 ns
module SumOfProducts(clk, rst, DATA_IN, C0, C1, SUM_OUT);
    parameter WIDTH = 4;    
    input clk, rst;
    input[WIDTH-1:0] DATA_IN;
    input[WIDTH-1:0] C0,C1;
    output[WIDTH+1:0] SUM_OUT;    
    wire [WIDTH-1:0] R_OUT1, R_OUT2;
    wire [(2*WIDTH)-1:0] P_OUT1, P_OUT2;
    wire [WIDTH:0] A_OUT;
      register R1(.clk(clk), .rst(rst), .DATA_IN(DATA_IN), .DATA_OUT(R_OUT1));    
      register R2(.clk(clk), .rst(rst), .DATA_IN(DATA_IN), .DATA_OUT(R_OUT2));
      multiplier M1(.A(C0), .C(R_OUT1), .M_OUT(P_OUT1)); 
      multiplier M2(.A(C1), .C(R_OUT2), .M_OUT(P_OUT2));  
    adder A1(.in1(P_OUT1), .in2(P_OUT2), .SUM(A_OUT));    
    assign SUM_OUT = {P_OUT1[2*WIDTH-1], P_OUT2[2*WIDTH-1], A_OUT}; 
endmodule
`timescale 1 ns / 1 ns
module adder( in1, in2, SUM);
	parameter DATA_WIDTH = 8;
	input wire [DATA_WIDTH-1:0] in1;
	input wire [DATA_WIDTH-1:0] in2;
	output reg [DATA_WIDTH-1:0] SUM;
	always @(in1 or in2) begin
	SUM = in1+in2;
     end 
endmodule 
`timescale 1 ns / 1 ns
module multiplier(A,C, M_OUT);
	parameter DATA_WIDTH = 4;
	parameter C_WIDTH = 4;
  input [DATA_WIDTH- 1:0] A;
	input  [C_WIDTH-1:0] C;
	output reg [2*DATA_WIDTH-1:0] M_OUT;	
	always @*
	 M_OUT = A * C;
endmodule 
`timescale 1 ns / 1 ns
module register(clk, DATA_IN, DATA_OUT,rst);
	parameter DATA_WIDTH = 4;
	input clk;	
	input rst;
	input wire [DATA_WIDTH-1:0] DATA_IN;
	output reg [DATA_WIDTH-1:0] DATA_OUT;
	always@(posedge clk) begin
	 if (rst)begin
		DATA_OUT <= 0;
 	end 
		else begin
		DATA_OUT <= DATA_IN;
	end 
end
endmodule 
`timescale 1 ns / 1 ns
module top(clk, rst, C0, C1, C2, C3, DATA_IN, SUM_OUT);
	parameter WIDTH = 4;
   parameter OUT_WIDTH = 8;
	input clk,rst;	
	input [WIDTH-1:0] C0, C1, C2, C3;
	input [WIDTH-1:0] DATA_IN;
 output [OUT_WIDTH-1:0] SUM_OUT;
	wire [WIDTH*2:0] S1, S2;
	SumOfProducts #(WIDTH) SOP1(.clk(clk), .rst(rst), .DATA_IN(DATA_IN), .C0(C0), .C1(C1), .SUM_OUT(S0));
  SumOfProducts #(WIDTH) SOP2(.clk(clk), .rst(rst), .DATA_IN(DATA_IN), .C0(C2), .C1(C3), .SUM_OUT(S1));
	adder #(WIDTH) TOP_ADD(.in1(S0), .in2(S1), .SUM(SUM_OUT));
endmodule
==> ci_impl_report.md <==
### Yosys + OpenROAD results

| Metric | Value |
|---|---|
| Peak VDD IR | 0.0001293 V |
| Dpl ws | -0.3972 ns |
| Layout cell share with drive strength beyond 1 | 0.1124 |
| Die width | 93 um |
| TritonCTS clock tree | done |
| Sink Count | 4 |
| Post-DP HPWL | 1157 um |
| Post-DR wirelength/cell | 7.906 um |
| Synth flops | 4 |
| Drt initial violations | 15 |
| CP cell instances | dlygate4sd2_1 > and2_1 > ha_1 > ha_1 > inv_2 > fa_1 > fa_1 > inv_1 > ha_2 > xnor2_2 > xnor2_1 > xnor2_1 > xnor3_1 > dlygate4sd2_1 |
| Mapped cell area | 583.1 sq um |
| Die H | 93 um |
| Final WS setup | 0.1837 ns |
| Number of flip-flops in the largest register | 4 |
| PD cells | 156.9 mW/mm^2 |
| Area Growth Syn to Fin | 58.58% |
| DRC | 0 |
| Final min period | 5.516 ns |
| Critical Path Sink | SUM_OUT[3] |
| Slew Viols, Final | 0 |
| Max incr delay on CP | 0.54 ns |
| Crit. Startpoint | C2[0] |
| Hold Buf Count CTS | 0 |
| Die area | 0.008649 sq mm |
| Worst Path Class, Setup | input port to output pin |
| Inst Count DP | 156 |
| Row Count | 26 |
| Pre-Repair DR Iteration Count | 2 |
| Synthesis area per yosys | 583.1 sq um |
| CORE AREA | 0.005140 sq mm |
| CP Depth | 14 |
| Final cell count without fillers | 159 |
| Req. time, crit path | 4.56 ns |
| Register area share after synthesis | 0.1373 |
| Vias post-DR | 417 |
| Tool warning count | 31 |
| Status | complete, no violations |
| Worst setup SP type | input port |
| Synth warn | 11 |
| Maximum buffer depth of the clock tree | 2 |
| Worst path slowest cell | fa_1 |
| Final setup violation count | 0 |
| Syn_area_per_cell | 9.110 sq um |
| TritonCTS Buffers | 3 |
| GRT Total Usage | 0.02808 |
| Critical Path Fanout Max | 4 |
| Hold WC Path Type | input port to register |
| Routed wire length | 1257 um |
| H-tree depth | 1 |
| Crit path buffers/inverters | 4 |
| Antenna violations before repair | 0 |
| CP top delay family | adder cells |
| Gate Area | 471.7 sq um |
| Max-Cap Viols | 0 |
| Init Core Util | 0.1134 |
| Leak | 0.4356 nW |
| DR vias/cell | 2.623 |
| Worst endpoint data arrival time | 4.38 ns |
| CP endpoint kind | output pin |
| FILL cells | 600 |
| Fmax | 181.3 MHz |
| Total power | 0.0001451 W |
| Final ANT Viol Nets | 0 |
| Final period utilization | 0.9678 |
| Final Cell Area | 924.6 sq um |
| Clock slew at reported path FFs | 0.03 ns |
| Gpl congestion | 0.7645 |
| Pin count of the biggest net entering global routing | 9 |
| Biggest regs | SOP2.R1.DATA_OUT x4 |
| Fin util | 0.1799 |
| Synth Instances | 64 |
| Vias in the first global route | 499 |
| ANT cells | 0 |
| Reg with most FFs | SOP2.R1.DATA_OUT |
| Num ports | 30 |
| Netlist cell types | 12 |
| Area post-placement | 872.1 sq um |
| Total congestion overflow | 0 |
| Storage element area | 80.08 sq um |
| Hold Vio Cnt, Final | 0 |
| Ys cells | 64 |
| I/O Buffers | 19 |
| Global-route wire length before repair | 2014 um |
| Clock tree root driver cell | clkbuf_8 |
[worst min path at each step]
stage	from	to	cells after the start
after global routing	DATA_IN[0]	SOP2.R1.DATA_OUT[0]	2
after CTS	DATA_IN[2]	SOP2.R1.DATA_OUT[2]	2
final	DATA_IN[2]	SOP2.R1.DATA_OUT[2]	2
[cells in the final DEF, fill, tap and decap left out, drive strengths merged]
| cell type | instances |
|---|---|
| conb | 4 |
| nand2 | 5 |
| ha | 10 |
| nor2b | 4 |
| xnor2 | 8 |
| clkbuf | 3 |
| inv | 6 |
| xnor3 | 1 |
| dlygate4sd2 | 3 |
| dfxtp | 4 |
| fa | 3 |
| dlymetal6s2s | 2 |
| clkdlybuf4s50 | 14 |
| xor2 | 5 |
| and2 | 13 |
| buf | 4 |
[where the power goes]
part           internal, W  switching, W  leakage, nW  total (W)
clock            0.0000450     0.0000141       0.0216  0.0000591
combinational    0.0000372     0.0000177        0.381  0.0000549
sequential       0.0000297    0.00000142       0.0333  0.0000312
total             0.000112     0.0000332        0.436   0.000145
[layer usage]
layer	GRT usage	routed length [um]	share of wire
met3	0.009693	97	0.077
met5	0	0	0
met4	0.006427	0	0
met1	0.03265	588	0.47
met2	0.04848	572	0.46
[what timing repair did]
item / 4_1_cts / 5_1_grt
gates resized: 3 / 5
buffers inserted: 0 / 0
setup endpoints to repair: 1 / 1
cloned: 0 / 0
pin swaps: 6 / 7
[cell usage after synthesis (all sizes together)]
cell type / count / share of area
and2: 13 / 0.14
buf: 4 / 0.052
conb: 1 / 0.0064
dfxtp: 4 / 0.14
fa: 3 / 0.10
ha: 10 / 0.21
inv: 6 / 0.039
nand2: 5 / 0.032
nor2b: 4 / 0.043
xnor2: 8 / 0.12
xnor3: 1 / 0.039
xor2: 5 / 0.075
[cells by family (layout without fill, tap and decap cells)]
family,Yosys count,after routing,synth area share
XOR/XNOR,14,14,0.2339
adder cells (fa/ha/maj),13,13,0.3176
buffers and inverters,10,32,0.09013
flip-flops,4,4,0.1373
other,1,4,0.006432
AND/OR/NAND/NOR,22,22,0.2146
[per-stage QoR]
stage / setup TNS, ns / hold WS (ns)
2_1_floorplan: 0 / 1.212
3_3_place_gp: -0.4083 / 1.702
3_5_place_dp: -0.3972 / 1.704
4_1_cts: 0 / 1.477
5_1_grt: -0.005612 / 1.490
6_report: 0 / 1.480
[area by class of cell]
| class | instances | share of cell area |
|---|---|---|
| clock buffers | 3 | 0.04465 |
| inverters | 6 | 0.02436 |
| multi-input cells | 53 | 0.5101 |
| flip-flops and latches | 4 | 0.08660 |
| well taps | 70 | 0.09472 |
| repair buffers | 23 | 0.2395 |
Power is estimated from default activity; no workload was simulated.
